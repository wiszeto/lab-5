$ cat flow/config.mk
export PLATFORM = sky130hd
export DESIGN_NAME = CU_DCDR
export DESIGN_NICKNAME = CU_DCDR
export VERILOG_FILES = /design/flow/design.v
export SDC_FILE = /design/flow/constraint.sdc
export NUM_CORES = 4
export LEC_CHECK = 1
export CORE_AREA = 10 10 70 70
export DIE_AREA = 0 0 80 80
$ cat flow/constraint.sdc
current_design CU_DCDR

set clk_period 3.6
set clk_io_pct 0.2

create_clock -name clk0 -period $clk_period

set non_clock_inputs [all_inputs -no_clocks]
set_input_delay [expr $clk_period * $clk_io_pct] -clock clk0 $non_clock_inputs
set_output_delay [expr $clk_period * $clk_io_pct] -clock clk0 [all_outputs]
$ cat flow/design.v
`timescale 1ns / 1ps
module CU_DCDR(
    input int_taken,
    input br_eq, 
	input br_lt, 
	input br_ltu,
    input [6:0] opcode,    
	input func7,           
    input [2:0] func3,     
    output logic [3:0] alu_fun,
    output logic [1:0] pcSource,
    output logic alu_srcA,
    output logic [1:0] alu_srcB, 
	output logic [1:0] rf_wr_sel   );
    typedef enum logic [6:0] {
        LUI    = 7'b0110111,
        AUIPC  = 7'b0010111,
        JAL    = 7'b1101111,
        JALR   = 7'b1100111,
        BRANCH = 7'b1100011,
        LOAD   = 7'b0000011,
        STORE  = 7'b0100011,
        OP_IMM = 7'b0010011,
        OP_RG3 = 7'b0110011,
        INTR =  7'b1110011
    } opcode_t;
    opcode_t OPCODE;  
    assign OPCODE = opcode_t'(opcode);  
    typedef enum logic [2:0] {
        BEQ = 3'b000,
        BNE = 3'b001,
        BLT = 3'b100,
        BGE = 3'b101,
        BLTU = 3'b110,
        BGEU = 3'b111
    } func3_t;    
    func3_t FUNC3;  
    assign FUNC3 = func3_t'(func3);  
    always_comb
    begin 
		pcSource = 3'b000;  alu_srcB = 2'b00;    rf_wr_sel = 2'b00; 
		alu_srcA = 1'b0;   alu_fun  = 4'b0000;
		if (int_taken)
		begin
		  pcSource = 3'b100;
		  rf_wr_sel = 2'b01;
		end
		case(OPCODE)
		    INTR:
		    begin
              case(FUNC3)
                  3'b000:  
                  begin	        
                      pcSource = 3'b100;
                  end
                  3'b001:  
                  begin
                      pcSource = 3'b101;
                  end
              endcase
		    end
			LUI: 
			begin
				alu_fun = 4'b1001; 
				alu_srcA = 1'b1; 
				rf_wr_sel = 2'b11; 
			end
			JAL:  
			begin
			    pcSource = 2'b11;
				rf_wr_sel = 2'b00; 
			end
			JALR:  
			begin
			    pcSource = 2'b01;
				rf_wr_sel = 2'b00; 
			end
			LOAD: 
			begin
				case(FUNC3)
					3'b000:  
					begin
						alu_fun = 4'b0000; 
						alu_srcA = 1'b0; 
						alu_srcB = 2'b01; 
						rf_wr_sel = 2'b10; 
					end
					3'b001:  
					begin
						alu_fun = 4'b0000; 
						alu_srcA = 1'b0; 
						alu_srcB = 2'b01; 
						rf_wr_sel = 2'b10; 
					end
					3'b010:  
					begin
						alu_fun = 4'b0000; 
						alu_srcA = 1'b0; 
						alu_srcB = 2'b01; 
						rf_wr_sel = 2'b10; 
					end
					3'b100:  
					begin
						alu_fun = 4'b0000; 
						alu_srcA = 1'b0; 
						alu_srcB = 2'b01; 
						rf_wr_sel = 2'b10; 
					end
					3'b101:  
					begin
						alu_fun = 4'b0000; 
						alu_srcA = 1'b0; 
						alu_srcB = 2'b01; 
						rf_wr_sel = 2'b10; 
					end
				endcase
			end
			AUIPC: 
			begin
				alu_fun = 4'b0000; 
				alu_srcA = 1'b1; 
				alu_srcB = 2'b11; 
				rf_wr_sel = 2'b11; 
			end
			STORE:
			begin
				case(FUNC3)
					3'b000:  
					begin
						pcSource = 2'b00; 
						alu_fun = 4'b0000; 
						alu_srcA = 1'b0; 
						alu_srcB = 2'b10; 
					end
					3'b001:  
					begin
						pcSource = 2'b00; 
						alu_fun = 4'b0000; 
						alu_srcA = 1'b0; 
						alu_srcB = 2'b10; 
					end
					3'b010:  
					begin
						pcSource = 2'b00; 
						alu_fun = 4'b0000; 
						alu_srcA = 1'b0; 
						alu_srcB = 2'b10; 
					end
				endcase
			end
			BRANCH:
			begin
				case(FUNC3)
					3'b000:  
					begin
						if(br_eq == 1)
							pcSource = 2'b10;
						else
							pcSource = 2'b00;
					end
					3'b001:  
					begin
						if(br_eq == 0)
							pcSource = 2'b10;
						else
							pcSource = 2'b00;
					end
					3'b100:  
					begin
						if(br_lt == 1)
							pcSource = 2'b10;
						else
							pcSource = 2'b00;
					end
					3'b101:  
					begin
						if(br_lt == 0)
							pcSource = 2'b10;
						else
							pcSource = 2'b00;
					end
					3'b110:  
					begin
						if(br_ltu == 1)
							pcSource = 2'b10;
						else
							pcSource = 2'b00;
					end
					3'b111:  
					begin
						if(br_ltu == 0)
							pcSource = 2'b10;
						else
							pcSource = 2'b00;
					end
				endcase
			end
			OP_RG3:
			begin
				case(FUNC3)
					3'b000:  
					case(func7)
						1'b0:  
						begin
							alu_fun = 4'b0000;
							alu_srcA = 1'b0; 
							alu_srcB = 2'b00;
							rf_wr_sel = 2'b11;
						end
						1'b1:  
						begin
							alu_fun = 4'b1000;
							alu_srcA = 1'b0; 
							alu_srcB = 2'b00;
							rf_wr_sel = 2'b11;
						end
					endcase
					3'b001:  
					begin
						alu_fun = 4'b0001;
						alu_srcA = 1'b0; 
						alu_srcB = 2'b00;
						rf_wr_sel = 2'b11;
					end
					3'b010:  
					begin
						alu_fun = 4'b0010;
						alu_srcA = 1'b0; 
						alu_srcB = 2'b00;
						rf_wr_sel = 2'b11;
					end
					3'b011:  
					begin
						alu_fun = 4'b0011;
						alu_srcA = 1'b0; 
						alu_srcB = 2'b00;
						rf_wr_sel = 2'b11;
					end
					3'b100:  
					begin
						alu_fun = 4'b0100;
						alu_srcA = 1'b0; 
						alu_srcB = 2'b00;
						rf_wr_sel = 2'b11;
					end
					3'b101:  
					case(func7)
						1'b0:  
						begin
							alu_fun = 4'b0101;
							alu_srcA = 1'b0; 
							alu_srcB = 2'b00;
							rf_wr_sel = 2'b11;
						end
						1'b1:  
						begin
							alu_fun = 4'b1101;
							alu_srcA = 1'b0; 
							alu_srcB = 2'b00;
							rf_wr_sel = 2'b11;
						end
					endcase
					3'b110:  
					begin
						alu_fun = 4'b0110;
						alu_srcA = 1'b0; 
						alu_srcB = 2'b00;
						rf_wr_sel = 2'b11;
					end
					3'b111:  
					begin
						alu_fun = 4'b0111;
						alu_srcA = 1'b0;
						alu_srcB = 2'b00;
						rf_wr_sel = 2'b11;
					end
					default: 
					begin
						pcSource = 2'b00; 
						alu_fun = 4'b0000;
						alu_srcA = 1'b0; 
						alu_srcB = 2'b00; 
						rf_wr_sel = 2'b00; 
					end
				endcase
			end
			OP_IMM:
			begin
				case(FUNC3)
					3'b000:  
					begin
						alu_fun = 4'b0000;
						alu_srcA = 1'b0; 
						alu_srcB = 2'b01;
						rf_wr_sel = 2'b11; 
					end
					3'b010:  
					begin
						alu_fun = 4'b0010;
						alu_srcA = 1'b0;
						alu_srcB = 2'b01;
						rf_wr_sel = 2'b11;
					end
					3'b011:   
					begin
						alu_fun = 4'b0011;
						alu_srcA = 1'b0;
						alu_srcB = 2'b01;
						rf_wr_sel = 2'b11;
					end
					3'b110:  
					begin
						alu_fun = 4'b0110;
						alu_srcA = 1'b0;
						alu_srcB = 2'b01;
						rf_wr_sel = 2'b11;				
					end
					3'b100:  
					begin
						alu_fun = 4'b0100;
						alu_srcA = 1'b0;
						alu_srcB = 2'b01;
						rf_wr_sel = 2'b11;	
					end
					3'b111:  
					begin
						alu_fun = 4'b0111;
						alu_srcA = 1'b0;
						alu_srcB = 2'b01;
						rf_wr_sel = 2'b11;	
					end
					3'b001:  
					begin
						alu_fun = 4'b0001;
						alu_srcA = 1'b0;
						alu_srcB = 2'b01;
						rf_wr_sel = 2'b11;	
					end
					3'b101:  
					begin
					case(func7)
						1'b0:  
						begin
							alu_fun = 4'b0101;
							alu_srcA = 1'b0;
							alu_srcB = 2'b01;
							rf_wr_sel = 2'b11;
						end
						1'b1:  
						begin
							alu_fun = 4'b1101;
							alu_srcA = 1'b0;
							alu_srcB = 2'b01;
							rf_wr_sel = 2'b11;
						end
					endcase
					end
					default: 
					begin
						pcSource = 2'b00; 
						alu_fun = 4'b0000;
						alu_srcA = 1'b0; 
						alu_srcB = 2'b00; 
						rf_wr_sel = 2'b00; 
					end
				endcase
			end
			default:
			begin
				 pcSource = 2'b00; 
				 alu_srcB = 2'b00; 
				 rf_wr_sel = 2'b00; 
				 alu_srcA = 1'b0; 
				 alu_fun = 4'b0000;
			end
			endcase
    end
endmodule
$ cat flow/run.sh
#!/bin/bash
# OpenROAD 26Q1-2900-gdf79404cd8, Yosys 0.63+post, stock flow scripts
make -C /OpenROAD-flow-scripts/flow DESIGN_CONFIG=/design/flow/config.mk WORK_HOME=/design/flow/orfs finish
==> results_dict.tcl <==
# place-and-route summary
set metrics [dict create \
    p_int_uw 24.6 \
    ys_area_um2 293 \
    logic_area_um2 277 \
    hold_buffers 0 \
    area_delta_synth_final_pct 107 \
    antenna_found_initial 0 \
    slew_headroom_pct 77.6 \
    top_cells_by_area "mux2i_1 6.8%, nand4_1 6.4%, a21oi_1 5.1%" \
    tool_warnings 32 \
    period_minus_slack_ps 3260 \
    ys_cells 44 \
    wl_um 1340 \
    synth.cellmix.compoundShare_pct 33.8 \
    ys_sh_mux_pct 6.84 \
    cpPeakStageDelay_ps 520 \
    place.gp.congestion 0.855 \
    num_io_pins 26 \
    nClkBuffers 0 \
    finalCritPeriodShare_pct 90.5 \
    top_area_cell "mux2i_1" \
    grt.total_usage_pct 3.88 \
    fp_util_pct 8.57 \
    synth_warnings 1 \
    vias_per_cell 3.63 \
    ys_top_cells_by_count "3 x a21oi_1, 3 x inv_1, 3 x nand4_1, 3 x nor2_1" \
    ant_nets 0 \
    synth_cell_types 29 \
    status "complete, no violations" \
    hpwl_um 1120 \
    fp.dieH_um 80 \
    port_buffers 26 \
    crit_required_ps 2880 \
    grt_pass1_wl_um 2070 \
    fp.dieArea_um2 6400 \
    first_iter_violations 41 \
    start_kind "input port" \
    cp.arrival_ps 2540 \
    hold_ws_ps 2390 \
    p_sw_uw 18.3 \
    dr.pass1.iters 4 \
    ir_drop_mv 0.0102 \
    drv_cap 0 \
    clockPowerShare_pct 0 \
    flops 0 \
    die_w_um 80 \
    netlist_area_um2 293 \
    core_area_um2 3420 \
    holdPathStages 4 \
    p_sw_share_pct 42.7 \
    drc_errors 0 \
    hold_violations 0 \
    n_antenna_cell 0 \
    post_cts_buffers 0 \
    ff_latch_area_um2 0 \
    synthCells 44 \
    comb_power_share_pct 100.0 \
    worstPathCellList "clkdlybuf4s50_1, and4bb_2, nand3_1, o31ai_1, clkdlybuf4s50_1" \
    worstHoldPathType "in -> out" \
    final_max_slew_viol_count 0 \
    fill_cells 396 \
    drive_above_1_share_pct 5.80 \
    grt_overflow 0 \
    setup_viol 0 \
    cts_resized 0 \
    fp-row-count 21 \
    p_per_area_nw_per_um2 70.7 \
    path_max_fanout 7 \
    grt_max_degree 11 \
    max_freq_mhz 307 \
    grt_pass1_vias 402 \
    seqPwrFrac_pct 0 \
    rsz0062_at_grt "false" \
    syn_avg_cell_area_um2 6.65 \
    fa_ha_area_share_pct 0 \
    tightest_slew_ps 335 \
    logic_family "simple AND/OR/NAND/NOR gates" \
    finalSetupTns_ps 0 \
    vias 417 \
    yosys.area_share.simple_pct 50.9 \
    crit_path_frequent_cell "clkdlybuf4s50_1" \
    xor_share_pct 2.99 \
    slowest_stage "clkdlybuf4s50_1" \
    crit_path_end_kind "output pin" \
    synth_seq_share_pct 0 \
    top_cell_area_share_pct 6.84 \
    p_leak_nw 0.205 \
    worstSetupPathType "in -> out" \
    wl_per_cell_um 11.7 \
]
==> cells by family (layout without fill, tap and decap cells) <==
kind of cell	after synthesis	after routing
and+or+nand+nor	24	24
muxes	2	2
AOI/OAI and AO/OA	13	13
buffers and inverters	4	29
xor gates and xnor gates	1	1
==> through the flow <==
step / utilization (%) / setup slack [ps] / instances / power, mW / instance area [um2]
final: 17.7 / 342 / 115 / 0.0428 / 606
after global routing: 17.7 / 193 / 115 / 0.0467 / 606
after CTS: 17.7 / 317 / 115 / 0.0429 / 606
after detailed placement: 17.7 / 329 / 115 / 0.0425 / 606
after global placement: 17.7 / 325 / 115 / 0.0426 / 606
after floorplan: - / 1460 / 44 / 0.0154 / 293
==> per-layer routing <==
| layer | vias to the layer above | wire (um) | GRT usage, % |
|---|---|---|---|
| met5 | - | 0 | 0 |
| met4 | 0 | 0 | 0 |
| met3 | 0 | 125 | 1.14 |
| met2 | 15 | 574 | 5.94 |
| met1 | 182 | 643 | 5.54 |
| li1 | 220 | - | - |
==> critical path, delay by kind of cell <==
| family | cells | cell delay, ps |
|---|---|---|
| buf+inv | 2 | 1030 |
| simple gates | 2 | 550 |
| compound gates | 1 | 230 |
==> cell type report <==
type               instances  share of cell area, %
repair buffers            26                   43.0
inverters                  3                   1.86
well taps                 46                   9.50
multi-input cells         40                   45.7
==> path summary, 6_finish.rpt <==
| path | slack, ps | startpoint | end |
|---|---|---|---|
| worst max-delay path | 340 | opcode[3] | alu_srcB[1] |
| worst min-delay path | 2390 | func7 | alu_fun[3] |
==> cells in the final DEF, fill, tap and decap left out, types with 2 or more instances in the layout <==
master and count:
nand3_1 2, nand4_1 3, and2_1 2, nand2_1 2, and3_1 2, nand2b_1 2, clkdlybuf4s50_1 26, inv_1 3
mux2i_1 2, nor2_1 3, a21oi_1 3, nor2b_1 2
==> power by group through the flow <==
stage	Clock [mW]	Sequential, mW	Combinational, mW
final	0	0	0.0428
after global routing	0	0	0.0467
after CTS	0	0	0.0429
Power is estimated from default activity; no workload was simulated.
