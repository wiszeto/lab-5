File: design/flow/design.v
`timescale 1ns / 1ps
module CU_FSM(
    input intr,
    input clk,
    input RST,
    input INTR,
    input [6:0] opcode,      
    output logic pcWrite,
    output logic regWrite,
    output logic memWE2,
    output logic memRDEN1,
    output logic memRDEN2,
    output logic reset,
    output logic int_taken,
    output logic csr_WE
  );
    typedef  enum logic [2:0] {
       st_INIT,
	   st_FET,
       st_EX,
       st_WB,
       st_INTR
    }  state_type; 
    state_type  NS,PS; 
    typedef enum logic [6:0] {
        LUI    = 7'b0110111,
        AUIPC  = 7'b0010111,
        JAL    = 7'b1101111,
        JALR   = 7'b1100111,
        BRANCH = 7'b1100011,
        LOAD   = 7'b0000011,
        STORE  = 7'b0100011,
        OP_IMM = 7'b0010011,
        OP_RG3 = 7'b0110011
    } opcode_t;
	opcode_t OPCODE;     
	assign OPCODE = opcode_t'(opcode);  
	always @ (posedge clk)  
        if (RST == 1)
            PS <= st_INIT;
        else
            PS <= NS;
    always_comb
    begin              
        pcWrite = 1'b0;    regWrite = 1'b0;    reset = 1'b0;  
		memWE2 = 1'b0;     memRDEN1 = 1'b0;    memRDEN2 = 1'b0;
		csr_WE = 1'b0;    int_taken = 1'b0;
        case (PS)
            st_INIT:  
            begin
                reset = 1'b1;                    
                NS = st_FET; 
            end
            st_FET: 
            begin 
                pcWrite = 1'b0;    
                regWrite = 1'b0;
		        memWE2 = 1'b0;     
                memRDEN2 = 1'b0;
                csr_WE = 1'b0;
                int_taken = 1'b0;
                memRDEN1 = 1'b1;                    
                NS = st_EX; 
            end
            st_EX:  
            begin
                memRDEN1 = 1'b0;
				case (OPCODE)
				    LOAD: 
                       begin
                           pcWrite = 1'b0;
                           regWrite = 1'b0;
                           memRDEN2 = 1'b1;
                           NS = st_WB;
                       end
					STORE: 
                       begin
                          pcWrite = 1'b1;
                          regWrite = 1'b0;
                          memWE2 = 1'b1;
                          if (INTR)
                              NS = st_INTR;
                          else
                             NS = st_FET;
                       end
					BRANCH: 
                       begin
                          pcWrite = 1'b1;
                          regWrite = 1'b0;
                          if (INTR)
                              NS = st_INTR;
                          else
                             NS = st_FET;
                       end
					LUI: 
					   begin
                          pcWrite = 1'b1;
                          regWrite = 1'b1;					      
					      if (INTR)
                              NS = st_INTR;
                          else
                             NS = st_FET;
					   end
					OP_IMM:   
					   begin
                          pcWrite = 1'b1;
					      regWrite = 1'b1;	
					      if (INTR)
                              NS = st_INTR;
                          else
                             NS = st_FET;
					   end
					OP_RG3:   
					   begin
                          pcWrite = 1'b1;
					      regWrite = 1'b1;	
                          memRDEN2 = 1'b1;
					      if (INTR)
                              NS = st_INTR;
                          else
                             NS = st_FET;
					   end
					AUIPC: 
					   begin
                          pcWrite = 1'b1;
					      regWrite = 1'b1;	
					      if (INTR)
                              NS = st_INTR;
                          else
                             NS = st_FET;
					   end
	                JAL: 
					   begin
                          pcWrite = 1'b1;
					      regWrite = 1'b1; 
                          memRDEN2 = 1'b0;
					      if (INTR)
                              NS = st_INTR;
                          else
                             NS = st_FET;
					   end
	                JALR: 
					   begin
                          pcWrite = 1'b1;
					      regWrite = 1'b1; 
                          memRDEN2 = 1'b0;
					      if (INTR)
                              NS = st_INTR;
                          else
                             NS = st_FET;
					   end
                    default:  
					   begin
					      NS = st_FET;
					   end
                endcase
            end
            st_WB:
            begin
               memRDEN2 = 1'b0;
               pcWrite = 1'b1;
               regWrite = 1'b1;
               if (INTR)
                  NS = st_INTR;
               else
                   NS = st_FET;
            end
            st_INTR:
            begin
                csr_WE = 1'b1;
                int_taken = 1'b1;
                NS = st_FET;
            end
            default: NS = st_FET;
        endcase  
    end
endmodule
File: design/flow/run.sh
#!/bin/bash
# OpenROAD 26Q1-2900-gdf79404cd8, Yosys 0.63+post, stock flow scripts
make -C /OpenROAD-flow-scripts/flow DESIGN_CONFIG=/design/flow/config.mk WORK_HOME=/design/flow/orfs finish
File: design/flow/config.mk
export PLATFORM = sky130hd
export DESIGN_NAME = CU_FSM
export DESIGN_NICKNAME = CU_FSM
export VERILOG_FILES = /design/flow/design.v
export SDC_FILE = /design/flow/constraint.sdc
export NUM_CORES = 4
export LEC_CHECK = 1
export CORE_AREA = 10 10 70 70
export DIE_AREA = 0 0 80 80
File: design/flow/constraint.sdc
current_design CU_FSM

set clk_period 1.8
set clk_io_pct 0.2

create_clock -name clk0 -period $clk_period [get_ports {clk}]

set non_clock_inputs [all_inputs -no_clocks]
set_input_delay [expr $clk_period * $clk_io_pct] -clock clk0 $non_clock_inputs
set_output_delay [expr $clk_period * $clk_io_pct] -clock clk0 [all_outputs]
==> results.txt <==
Notes from the flow run.

Outcome:
- The flow ran to the end, and the final reports show no timing, DRC or antenna violations.

Layout:
- The run puts the final standard cell utilization of the core at 0.197.
- The run puts the fraction of layout cells with a size suffix above 1 at 0.606.
- In the final layout, the registers with the most flip-flops are PS x5.
- The run puts the final standard cell count with taps included and fillers excluded at 112.
- Compared with the post-synthesis result, the final layout area differs by 146%.
- The run gives the flip-flop count of the largest register after layout as 5.
- Counting only logic cells after layout, the most numerous master is buf_4.
- Ranking logic cells in the layout by count gives the top entries 13 x buf_4, 6 x clkdlybuf4s50_1, 5 x dfxtp_1, 4 x clkbuf_2.
- PS holds more flip-flops than any other register.

Timing:
- Of the available clock period, the critical path in the final layout requires 0.953.
- The worst path meets setup with 84.0 ps of slack.
- Hold-check failures listed in the final report amount to 0.
- The run puts the number of failing setup endpoints in the final timing report at 0.
- The run puts the final-report max-slew violation count at 0.
- The run puts the final period demand of the worst path at 1720 ps.
- The run puts the worst relative slew slack at 0.833.
- The run gives the maximum frequency from static timing analysis as 0.583 GHz.
- The run puts the measured slew at the worst slew-check pin at 249 ps.
- Setup repair after global routing left no endpoint under its margin.
- The run gives the largest clock skew in the final design as 0.512 ps.
- The run gives the final sum of negative setup slack as 0 ps.

Placement:
- The run gives the half-perimeter wire length after placement as 789 um.
- The run puts the cell count after placement at slightly above 100.
- The run puts the global placer's final weighted congestion at 0.808.
- The run puts the setup slack at placement at -596 ps.
- The run puts the number of buffers inserted by port buffering at 17.

Yosys:
- The run puts the number of distinct standard cells referenced by the synthesized netlist at 21.
- The run puts the area of the mapped netlist at 274 sq um.
- In the synthesis report, Yosys lists the chip area as 274 sq um.
- The run puts the synthesis-stage register bit count at 5.
- Counting every instance in the synthesized netlist gives 31.
- Per Yosys stat, the portion of area used by sequential elements is 0.365.
- After synthesis, the design contains 31 cells according to Yosys.
- Warnings reported by Yosys during synthesis add up to 1.
- Dividing the synthesized area by the synthesized cell count gives 8.84 sq um.

Routing:
- The routed layout reports a DRC error count of 0.
- The run gives the ratio of routed vias to standard cells as 3.26.
- The run gives the number of violations reported at the end of detailed-routing iteration 0 as 15.
- Wires add up to 1.04 mm.
- The run gives the post-route antenna net violation count as 0.
- The run puts the number of diodes at 0.
- The first TritonRoute pass finished after 2 iterations.
- The run gives the total via count in the routed design as 365.
- The run puts the per-cell routed wire length at 9.24 um.

Flow run:
- The run gives the number of warning messages in the logs as 27.
- The run gives the number of violations of the max-capacitance limit as 0.

Floorplan:
- The floorplan step defined a die boundary enclosing 6400 sq um.
- The share of the core area taken by cells at floorplan is 0.0802.
- Measured along the x axis, the die boundary spans 80 um.
- The run gives the count of pins on the block boundary as 19.
- The run gives the number of core rows as 21.
- The run gives the core box area as 3420 sq um.
- The floorplan step set the die height to 80 um.

Hold path:
- The run gives the worst hold path depth as 1.
- Looking at the hold checks, the worst path lands on PS[2].
- For the worst min-delay path, the startpoint reported by OpenROAD is PS[3].
- The type recorded for the worst min-delay path is register to register.

Worst setup path:
- The run puts the worst-case reg-to-reg path depth at 5.
- The run puts the peak fanout along the critical path at 2.
- STA classifies the critical path startpoint as an input port.
- The data required time reported for the critical path is 1440 ps.
- The setup path with the least slack is of type input port to output port.
- The run gives the reg-to-reg endpoint as PS[1].
- The run puts the register-to-register setup slack at about 670 ps.
- The run gives the arrival time reported for the critical path endpoint as about 1400 ps.
- STA classifies the critical path endpoint as an output port.
- The run gives the reg-to-reg startpoint as PS[2].

Clock network:
- The run gives the clock latency of the later-clocked register in the worst-skew pair as about 240 ps.
- The run puts the number of levels the H-tree was split into at 1.
- In this run the deepest clock path goes through 2 buffers.
- The run gives the number of buffers inserted during clock tree synthesis as 3.
- The run puts the post-cts hold-fix buffer tally at 0.
- The run gives the library cell used as clock root buffer as clkbuf_4.
- The run gives the number of sinks handled by clock tree synthesis as 5.
- After clock tree synthesis, the clock-pin slew on the worst setup and hold paths is about 40 ps.
- TritonCTS built the clock tree.

Global route:
- The run gives the first-pass GRT wire length as 1.88 mm.
- The number of antenna violations at the first check in global routing was 0.
- The run puts the overall routing resource usage at 0.0360.
- The run puts the overall overflow remaining after global route at 0.
- The run puts the number of global-route vias before repair at 408.
- Entering global routing, the biggest net connects 7 pins.

Power and ir drop:
- The run puts the ratio of total power to cell area at 472 nW/um^2.
- The run gives the cell leakage power as 0.000291 uW.
- IR analysis of the VDD net gives a maximum drop of 0.302 mV.
## critical path: stages
cell	delay (ps)
dlygate4sd2_1	240
nand2_2	90
nor3_4	50
buf_4	130
a31o_4	240
a21oi_4	120
inv_2	40
clkbuf_2	80
## synth_stat cells
| master | count | share of area |
|---|---|---|
| a31o_2 | 1 | 0.032 |
| inv_1 | 3 | 0.041 |
| nor3_1 | 3 | 0.055 |
| a21oi_1 | 2 | 0.037 |
| o22ai_1 | 1 | 0.023 |
| or2_2 | 1 | 0.023 |
| nor3b_2 | 1 | 0.046 |
| o21a_1 | 1 | 0.027 |
| a21oi_2 | 1 | 0.032 |
| nor2b_2 | 1 | 0.032 |
| nand2_1 | 2 | 0.027 |
| and2b_2 | 1 | 0.032 |
| nor4_1 | 1 | 0.023 |
| a211oi_2 | 1 | 0.046 |
| nand3b_1 | 1 | 0.027 |
| a21o_2 | 1 | 0.032 |
| nor2b_1 | 1 | 0.023 |
| a21bo_2 | 1 | 0.037 |
| nor2_1 | 1 | 0.014 |
| buf_4 | 1 | 0.027 |
| dfxtp_1 | 5 | 0.37 |
## layout make-up
type | instances | area, sq um
fillers | 382 | 2740
repair buffers | 32 | 264
multi-input cells | 22 | 214
flip-flops and latches | 5 | 100
well taps | 46 | 57.6
clock buffers | 4 | 26.3
inverters | 3 | 11.3
## metal layers
layer	global-route usage	wire length, um	up-vias
met5	0	0	-
met1	0.0476	509	162
met4	0.00528	6	0
li1	-	-	179
met2	0.0385	283	22
met3	0.0375	235	2
## metrics by stage
stage,power (uW),hold WS (ps),cell area (sq um)
3_5_place_dp,183,459,569
2_1_floorplan,135,388,274
3_3_place_gp,182,450,569
5_1_grt,341,473,673
4_1_cts,323,460,658
6_report,318,460,673
## worst max-delay path by stage
stage | from | endpoint | slack [ps] | depth (start not counted)
4_1_cts | opcode[0] | pcWrite | -100 | 8
5_1_grt | opcode[0] | pcWrite | 10 | 8
6_report | opcode[0] | pcWrite | 80 | 8
## power breakdown
part,switching [uW],internal (uW)
registers,3.40,115
logic,28.4,43.6
clock network,43.6,83.7
total,75.5,243
## repair_timing
action                     4_1_cts  5_1_grt
setup buffers                    5        0
gates resized                   26       15
setup endpoints to repair        4        3
pin swaps                        9        3
## cells by family after synthesis
family	share of synthesized area
flip-flops	0.365
AND-OR/OR-AND	0.265
buffers and inverters	0.0685
AND/OR/NAND/NOR	0.301
No activity file was given, so power comes from the tool's default toggle rates.
