[flow/config.mk]
export PLATFORM = sky130hd
export DESIGN_NAME = ALU
export DESIGN_NICKNAME = ALU
export VERILOG_FILES = /design/flow/design.v
export SDC_FILE = /design/flow/constraint.sdc
export NUM_CORES = 4
export LEC_CHECK = 1
export CORE_UTILIZATION = 40
[flow/constraint.sdc]
current_design ALU

set clk_period 10.4
set clk_io_pct 0.2

create_clock -name clk0 -period $clk_period

set non_clock_inputs [all_inputs -no_clocks]
set_input_delay [expr $clk_period * $clk_io_pct] -clock clk0 $non_clock_inputs
set_output_delay [expr $clk_period * $clk_io_pct] -clock clk0 [all_outputs]
[flow/design.v]
`timescale 1ns / 1ps
module ALU(
    input [31:0]OP_1,
    input [31:0]OP_2,
    input [3:0] alu_fun,
    output reg [31:0] result
    );
    always @ (*)
    begin
        case(alu_fun)
            0: result = OP_1 + OP_2;  
            1: result = OP_1 << OP_2[4:0];  
            2: result = ($signed(OP_1) < $signed(OP_2));  
            3: result = (OP_1 < OP_2);  
            4: result = OP_1 ^ OP_2;  
            5: result = OP_1 >> OP_2[4:0];  
            6: result = OP_1 | OP_2;  
            7: result =  OP_1 & OP_2;  
            8: result = OP_1 - OP_2;  
            9: result = OP_1;  
            13: result = $signed(OP_1) >>> $signed(OP_2[4:0]);  
            default result = 'h0xdeadbeef;
        endcase
   end
endmodule
[flow/run.sh]
#!/bin/bash
# OpenROAD 26Q1-2900-gdf79404cd8, Yosys 0.63+post, stock flow scripts
make -C /OpenROAD-flow-scripts/flow DESIGN_CONFIG=/design/flow/config.mk WORK_HOME=/design/flow/orfs finish
==> flow_metrics.tcl <==
# metrics dict for downstream scripts
set metrics [dict create \
    run_status "completed" \
    drv_slew 0 \
    die-area_mm2 0.0241 \
    internal-power_uw 232 \
    clkbuf_count 0 \
    grt_use_met1_pct 60.0 \
    wl_um 49200 \
    cp_max_fo 29 \
    lay_top_count "nor2_1" \
    critPathMaxStageDelay_ns 0.59 \
    postCtsSetupBuffers 0 \
    grt_pass1_vias 10800 \
    crit_type "input port to output pin" \
    boundaryPins 100 \
    ys_types 93 \
    final.setup.tns_ns 0 \
    rsz0062_at_grt "false" \
    remaining_drc_errors 0 \
    hold_slack_ns 5.15 \
    finalCritPeriodShare_pct 82.6 \
    synth_cells 1365 \
    start_kind "input port" \
    finalSetupViolCount 0 \
    power.density_mw_per_mm2 58.1 \
    swShare_pct 62.0 \
    ys_area_mm2 0.00939 \
    grt_max_degree 73 \
    coreArea_mm2 0.0228 \
    fp_util_pct 41.1 \
    ant_nets 0 \
    fin_cells 1699 \
    hold_depth 5 \
    wl_per_cell_um 29.0 \
    cp_slowest_cell "ha_1" \
    hold_end "result[2]" \
    period_minus_slack_ns 8.59 \
    yosysWarningCount 1 \
    max-slew-margin-rel_pct 30.4 \
    leakagePower_nw 4.25 \
    drt_iter0_drc 1491 \
    cts_hold_buf 0 \
    crit_chain "clkdlybuf4s50_1, buf_4, inv_1, ha_1, nor2b_1, a211oi_1, o21ai_1, nand4_1, a31oi_1, o31ai_2, nor4_1, o41ai_1, clkdlybuf4s50_1" \
    maxCapViolCount 0 \
    ys_seq_share_pct 0 \
    utilization_pct 46.1 \
    fmax_mhz 116 \
    gp_congestion 1.09 \
    portBuffers 100 \
    fp.dieH_um 155 \
    rows 55 \
    syn_avg_cell_area_um2 6.88 \
    worstSetupEndpointType "output pin" \
    grt_pass1_wl_um 71300 \
    cp_data_arrival_time_ns 6.51 \
    seq_cells 0 \
    place_ws_ns 1.91 \
    grt_usage_pct 41.2 \
    yosys-stat-cells 1365 \
    peakVddDrop_mv 0.0250 \
    placed_cells 1698 \
    grt_overflow_total 0 \
    lay_top_cells "nor2_1, a21oi_1, nand2_1" \
    die-width_um 155 \
    setup_ws_ns 1.81 \
    avgViaCountPerCell 6.90 \
    hold_path.class "input port to output pin" \
    antenna_found_initial 2 \
    cts.repair.resized 0 \
    vias 11700 \
    ff_latch_area_um2 0 \
    cpLargestDelayFamily "buffers and inverters" \
    grt_use_met3_pct 11.0 \
    hold_viol 0 \
    p_sw_uw 380 \
    dr.pass1.iters 7 \
    dpl.hpwl_um 38400 \
    hold_start "OP_2[2]" \
    gr-usage-met2_pct 58.5 \
    syn_area_mm2 0.00939 \
    timing.critical_path.buf_inv 4 \
    crit_required_ns 8.32 \
    worst_slew_pin_slew_ns 1.04 \
    nFillCells 2399 \
    drive_gt1_share_pct 9.31 \
    grt.busiest_layer "met1" \
    synthToLayoutAreaGrowth_pct 12.1 \
    warnings 104 \
    cp_common_cell "clkdlybuf4s50_1" \
]
synthesized netlist by cell type, types with 27 or more instances:
library cell | count | share of area, %
a211oi_1 | 38 | 3.0
o211ai_1 | 27 | 2.2
nor2_1 | 153 | 6.1
buf_2 | 31 | 1.7
mux2i_1 | 38 | 4.1
a21oi_1 | 146 | 7.8
nor3_1 | 36 | 1.9
inv_1 | 100 | 4.0
clkbuf_1 | 64 | 2.6
mux4_2 | 36 | 8.6
nand3_1 | 30 | 1.6
nand2_1 | 106 | 4.2
ha_1 | 104 | 14
o21ai_0 | 93 | 5.0
per-layer routing:
layer	routed length (um)	up-vias
met5	0	-
li1	-	5226
met2	20100	759
met3	6110	109
met4	2160	0
met1	20800	5622
power groups by stage:
stage / registers, mW / logic [mW] / clock network, mW
after CTS: 0 / 0.592 / 0
after global routing: 0 / 0.647 / 0
worst max-delay path by stage:
stage	cells past startpoint	slack (ns)	endpoint	from
after CTS	13	1.88	result[0]	OP_2[4]
final	13	1.81	result[0]	OP_2[4]
after global routing	13	1.61	result[0]	OP_2[4]
kinds of logic after synthesis:
group | Yosys count | share of synthesized area [%]
AND-OR/OR-AND | 525 | 38.1
XOR/XNOR | 3 | 0.280
adder cells (fa/ha/maj) | 106 | 14.3
buffers and inverters | 220 | 9.98
multiplexers | 99 | 17.1
AND/OR/NAND/NOR | 412 | 20.3
area by class of cell:
type               count  area (um2)  area share, %
repair buffers       135        1250           11.8
inverters            105         394           3.75
multi-input cells   1145        8490           80.7
well taps            313         392           3.72
diodes                 1        2.50         0.0238
per-stage QoR:
step	area [um2]	power, mW
2_1_floorplan	9390	0.354
3_3_place_gp	10500	0.593
3_5_place_dp	10500	0.588
4_1_cts	10500	0.592
5_1_grt	10500	0.647
6_report	10500	0.612
worst min-delay path, stage by stage:
cell,delay [ns]
buf_2,0.11
inv_2,0.14
ha_1,0.18
o221ai_1,0.14
clkdlybuf4s50_1,0.43
Power is estimated from default activity; no workload was simulated.
